[flow/config.mk]
export PLATFORM = sky130hd
export DESIGN_NAME = tl_rx_error_hndling_fifo
export DESIGN_NICKNAME = tl_rx_error_hndling_fifo
export VERILOG_FILES = /design/flow/design.v
export SDC_FILE = /design/flow/constraint.sdc
export NUM_CORES = 4
export LEC_CHECK = 1
export CORE_UTILIZATION = 50
[flow/constraint.sdc]
current_design tl_rx_error_hndling_fifo

set clk_period 7.1
set clk_io_pct 0.2

create_clock -name clk0 -period $clk_period [get_ports {clk}]

set non_clock_inputs [all_inputs -no_clocks]
set_input_delay [expr $clk_period * $clk_io_pct] -clock clk0 $non_clock_inputs
set_output_delay [expr $clk_period * $clk_io_pct] -clock clk0 [all_outputs]
[flow/design.v]
package Tx_Arbiter_Package ;
    localparam      FC_HDR_WIDTH    = 12,
                    FC_DATA_WIDTH   = 16; 
    typedef enum logic [2:0] {
        NO_SOURCE,
        A2P_1,  
        A2P_2,  
        MASTER,
        RX_ROUTER_CFG,
        RX_ROUTER_ERR
    } Tx_Arbiter_Sources_t;
    localparam      SEQ_DATA_WIDTH      = 3,
                    SEQ_FIFO_DEPTH      = 8;  
    typedef enum logic [1:0] {
                    No_Req,
                    Posted_Req,
                    Non_Posted_Req,
                    Comp
    } Req_Type_t;
    typedef enum logic [1:0] {
                    FC_P,       
                    FC_NP,      
                    FC_CPL,     
                    FC_X
        } FC_type_t;
                typedef enum logic [2:0] {
					FC_DEFAULT,
					FC_P_H,
					FC_P_D,
					FC_NP_H,
					FC_NP_D,
					FC_CPL_H,
					FC_CPL_D,
					FC_ERR
				} FC_command_t;
                typedef enum logic [2:0] {
                    FC_INVALID,
                    FC_SUCCESS_1,
                    FC_SUCCESS_2,
                    FC_SUCCESS_1_2,
					FC_FAILED
                } FC_result_t;
                typedef enum logic [2:0] {
                    ARBITER_IDLE,
                    TLP1_HDR,   
                    TLP1_Data,  
                    TLP2_HDR,   
                    TLP2_Data   
                } arbiter_state;
endpackage
package Fragmentation_Package;
    localparam  DOUBLE_WORD        = 4 * 8,
                HDR_WIDTH           = 4  * DOUBLE_WORD, 
                DATA_WIDTH          = 32 * DOUBLE_WORD,
                TLP_FIFO_WIDTH      = 4 * DOUBLE_WORD + 2,                        
                TLP_FIFO_DEPTH      = ((1024 ) / 4 ),             
                TLP_FIFO_ADD_WIDTH  = $clog2(TLP_FIFO_DEPTH),       
				NO_LOC_WR_WIDTH     = 4 ,                            
                WR_DATA_WIDTH  		= (36) * DOUBLE_WORD + 18,                     
                BUFFER_ADDR_WIDTH   = $clog2(TLP_FIFO_DEPTH),
                COUNT_WIDTH         = 9;
    localparam   DLL_VALID_BYTES_WIDTH       = 5,             
                DLL_LENGTH_WIDTH            = 11,
                DLL_TLP_WIDTH               = 256;           
    localparam   ECRC_MESSAGE_WIDTH       = 256,              
                ECRC_LENGTH_WIDTH        = 4,
                ECRC_POLY_WIDTH          = 32;               
    typedef enum logic [2:0]{
        FRAG_IDLE,
        FRAG_READ_1,
        FRAG_READ_2,
        FRAG_LOOP,
        FRAG_ECRC,
        FRAG_WAIT_1,
        FRAG_DUMMY
    } frag_state_t;
    localparam  FMT_LOC             = 127,
                FMT_START_LOC       = 127,
                FMT_END_LOC         = 129,
                LENGTH_START_LOC    = 98,
                LENGTH_END_LOC      = 107,
                TD_LOC              = 113;
    typedef enum logic [DLL_VALID_BYTES_WIDTH - 1 :0]{
        DW0 = 0,
        DW1 = 3,
        DW2 = 7,
        DW3 = 11,
        DW4 = 15,
        DW5 = 19,
        DW6 = 23,
        DW7 = 27,
        DW8 = 31
    } valid_bytes_encoding;
    parameter   FIRST_4TH_DW_WITH_2_BITS   = WR_DATA_WIDTH                                           ,   
                SECOND_4TH_DW_WITH_2_BITS  = FIRST_4TH_DW_WITH_2_BITS   - (4 * DOUBLE_WORD + 2'b10 ) ,    
                THIRD_4TH_DW_WITH_2_BITS   = SECOND_4TH_DW_WITH_2_BITS  - (4 * DOUBLE_WORD + 2'b10 ) ,     
                FOURTH_4TH_DW_WITH_2_BITS  = THIRD_4TH_DW_WITH_2_BITS   - (4 * DOUBLE_WORD + 2'b10 ) ,         
                FIFTH_4TH_DW_WITH_2_BITS   = FOURTH_4TH_DW_WITH_2_BITS  - (4 * DOUBLE_WORD + 2'b10 ) ,         
                SIXTH_4TH_DW_WITH_2_BITS   = FIFTH_4TH_DW_WITH_2_BITS   - (4 * DOUBLE_WORD + 2'b10 ) ,          
                SEVENTH_4TH_DW_WITH_2_BITS = SIXTH_4TH_DW_WITH_2_BITS   - (4 * DOUBLE_WORD + 2'b10 ) ,        
                EIGHTH_4TH_DW_WITH_2_BITS  = SEVENTH_4TH_DW_WITH_2_BITS - (4 * DOUBLE_WORD + 2'b10 ) ,      
                NINTH_4TH_DW_WITH_2_BITS   = EIGHTH_4TH_DW_WITH_2_BITS  - (4 * DOUBLE_WORD + 2'b10 ) ; 
endpackage: Fragmentation_Package
package data_frag_package ;
    parameter   DW                      = 4  * 8   ,           
                HDR_WIDTH               = 4  * DW  , 
                DATA_WIDTH              = 32 * DW  ;        
    parameter   Buffer_WIDTH            = 4 * DW   ,
                Buffer_DEPTH            = ((1024 + 4) / 4 )    ,  
                ADDR_WIDTH              = $clog2 (Buffer_DEPTH) ,  
				NO_LOC_WR_WIDTH 		= 4 ,  
				WR_DATA_WIDTH  			= (36) * DW ,  
                Buffer_ADDR_WIDTH       = $clog2(Buffer_DEPTH)      ;
    parameter   COUNT_WIDTH             = 9 ;   
    parameter   DATA_ECRC_IN_WIDTH      = 8 * DW                   ,
                DATA_ECRC_OUT_WIDTH     = 1 * DW                   ,
                ECRC_LENGTH_WIDTH       = 4                        ,  
                POLY_WIDTH 		        = 32                       ;  
endpackage : data_frag_package
module tl_rx_error_hndling_fifo #(
    parameter REQ_WIDTH=16,
    TAG_WIDTH=8,
    FIFO_DEPTH=8,
    FIFO_DATA_WIDTH=27,
    MSG_WIDTH=128
) (
    input wire                       clk,
    input wire                       rst,
    input wire [REQ_WIDTH-1:0]       req_id,
    input wire [TAG_WIDTH-1:0]       tag,
    input wire [1:0]                 msg_decode,
    input wire                       cpl_en,
    input wire                       write_ptr_incr,   
    input wire                       msg_trans_en,
    input wire                       read_ptr_incr,    
    output reg [MSG_WIDTH-1:0]       tlp_msg,
    output reg                       ur_cpl_valid,
    output reg                       empty_flag
);
reg full_flag;
reg [3:0] write_ptr;
reg [3:0] read_ptr;
reg [FIFO_DATA_WIDTH-1:0] write_data;
reg [FIFO_DATA_WIDTH-1:0] read_data;
reg [31:0] tlp_msg_dw0;
reg [31:0] tlp_msg_dw1;
reg [31:0] tlp_msg_dw2;
reg [31:0] tlp_msg_dw3;
reg [7:0] msg_code;
wire [2:0] write_addr = write_ptr[2:0]; 
wire [2:0] read_addr =  read_ptr[2:0]; 
reg [FIFO_DATA_WIDTH-1:0] msg_cpl_fifo [0:FIFO_DEPTH-1];
integer i;
always @(posedge clk or negedge rst) begin
    if (!rst) begin
        for (i=0;i<FIFO_DEPTH;i=i+1) begin
            msg_cpl_fifo[i]<=0;
        end
    end
else if (write_ptr_incr==1 && full_flag==0) begin
        msg_cpl_fifo[write_addr]<=write_data;
    end
end
always @(*) begin
    read_data=msg_cpl_fifo[read_addr];
    write_data={req_id,tag,msg_decode,cpl_en};
    if (write_ptr==read_ptr) begin
        empty_flag=1;
    end
    else
    empty_flag=0;
    if ((write_addr==read_addr)&&(write_ptr[3]!= read_ptr[3])) begin
        full_flag=1;
    end
    else
    full_flag=0;
end
always @(posedge clk or negedge rst) begin
    if (!rst) begin
        write_ptr<=0;
        read_ptr<=0;
    end
    else begin
        if (write_ptr_incr == 1 && full_flag==0) begin
            write_ptr<=write_ptr+1;
        end
        if (read_ptr_incr == 1 && empty_flag==0) begin
            read_ptr<=read_ptr+1;
        end
    end
end
always @(*) begin
    case (read_data[2:1])
       2'b00 : msg_code=8'b0011_0000;   
       2'b01 : msg_code=8'b0011_0001;   
       2'b10 : msg_code=8'b0000_0000;   
       2'b11 : msg_code=8'b0011_0011;   
    endcase
    tlp_msg_dw0=32'b0011_0000_0000_0000_0000_0000_0000_0000;
    tlp_msg_dw1={read_data[26:3],msg_code};
    tlp_msg_dw2=32'b0;
    tlp_msg_dw3=32'b0;
   if (msg_trans_en==1) begin
        tlp_msg={tlp_msg_dw0,tlp_msg_dw1,tlp_msg_dw2,tlp_msg_dw3};
        ur_cpl_valid=read_data[0];
   end
   else begin
        tlp_msg=0;
        ur_cpl_valid=0;
   end
end
endmodule
[flow/run.sh]
#!/bin/bash
# OpenROAD 26Q1-2900-gdf79404cd8, Yosys 0.63+post, stock flow scripts
make -C /OpenROAD-flow-scripts/flow DESIGN_CONFIG=/design/flow/config.mk WORK_HOME=/design/flow/orfs finish
==> summary.txt <==
Implementation run completed; key figures follow.

Clocking:
- The run gives the number of buffers inserted by post-CTS setup repair as 0.
- The run puts the clock tree buffer depth at 3.
- CTS added clock buffers totalling 25.
- Counting every sink on the clock net gives between 200 and 250.
- TritonCTS built the clock tree.
- The run gives the clock-pin slew reported for the worst setup and hold paths after clock tree synthesis as approximately 60 ps.
- The tree is rooted in a sky130_fd_sc_hd__clkbuf_16.
- The number of gates resized after CTS was 0.
- The run puts the number of hold buffers added after cts at 0.
- The run gives the insertion delay to the later sink of the worst-skew pair as 530 ps.
- The run puts the deepest level of the CTS H-tree at 1.

Synth:
- The run puts the count of distinct cell types in the synthesized netlist at 34.
- Of the synthesized area, sequential elements account for 0.512.
- The run gives the synthesized area divided by synthesized cell count as 13.5 sq um.
- The synthesis log from Yosys contains 2 warnings.
- After technology mapping, the gate count stands at about 800.
- Yosys reported that registers with async set or reset make up 1.00.
- The synthesized netlist has a Yosys-reported chip area of about 11000 sq um.
- The run gives the number of flops mapped to enable cells by yosys as 0.
- The run gives the count of instantiated cells in the yosys netlist as about 810.
- The run puts the register bit total from synthesis at about 220.
- After synthesis the cells add up to about 11000 sq um.
- Per the synth stats, the flop cell with the highest instance count is sky130_fd_sc_hd__dfrtp_1.

Drt:
- The run gives the number of DRC violations after detailed routing as 0.
- The run puts the via count normalized by instance count at ~5.5.
- The run gives the total wire length after detailed routing as around 23000 um.
- The run gives the via total after detailed routing as around 6.5k.
- After the first detailed-routing iteration, the DRC count stood at just over 300.
- The run puts the number of diodes added for antenna fixing at 0.
- Dividing the detail-routed wire length by the instance count gives 20.2 um.
- The run gives the remaining antenna violation count after routing as 0.
- The iteration count recorded for the first detailed-route pass is 5.

Placement:
- The run gives the worst setup timing slack at the placement stage as between 2000 and 2500 ps.
- The run puts the global placement routability congestion at approximately 0.75.
- The run gives the sum of net half-perimeters after detailed placement as around 14000 um.
- The run puts the placement-stage cell area at between 10000 and 15000 sq um.
- The detailed placer reported the number of placed instances as about 1.1k.
- The run gives the port buffer count as around 63.

Run:
- The run gives the number of maximum-capacitance violations as 0.
- The run puts the warning total across the stage logs at 33.

Critical path:
- The run puts the count of cells along the worst register-to-register path at 6.
- STA classifies the critical path endpoint as a primary output.
- The run gives the endpoint of the worst-slack reg-to-reg timing path as msg_cpl_fifo[6][0]$_DFFE_PN0P_.
- The run puts the required time at the endpoint of the critical path at 5680 ps.
- STA puts the critical path data arrival time at 3630 ps.
- In this run the register-to-register setup slack is roughly 4400 ps.
- The run gives the startpoint of the most critical register-to-register path as read_ptr[2]$_DFFE_PN0P_.
- The run gives the category of the most critical setup path as reg -> out.
- The run gives the timing endpoint of the critical path as tlp_msg[85].
- STA classifies the critical path startpoint as a register.
- The run gives the first element of the critical path as read_ptr[2]$_DFFE_PN0P_.
- The run gives the biggest fanout along the worst timing path as 41.

Timing:
- After layout, the worst setup slack is between 2000 and 2500 ps.
- The run puts the maximum clock skew at final layout at roughly 30 ps.
- For the pin with the worst max-slew slack, the measured transition is about 790 ps.
- Post-route period utilization is reported as 0.711.
- The run gives the headroom to the max-slew limit as 0.471.
- The run gives the fmax as slightly below 0.2 GHz.
- After routing, the total negative slack on setup checks comes to 0 ps.
- Counting endpoints that fail hold in the final report gives 0.
- The run puts the number of max-slew violations in the final report at 0.
- The run gives the post-layout minimum cycle time as ~5000 ps.
- Setup repair after global routing left no endpoint under its margin.
- The run puts the setup violation total in the final timing report at 0.

Floorplan:
- According to the floorplan report, the die width is between 100 and 150 um.
- The run gives the number of rows created at floorplan as ~53.
- The run gives the I/O pin count as about 160.
- The run puts the effective utilization at floorplan at 0.516.
- The run puts the core footprint at 21200 sq um.
- The run gives the area enclosed by the die boundary as between 20000 and 25000 sq um.
- The run gives the vertical die dimension as 150 um.

Global route:
- The run gives the initial antenna violation count as 0.
- The run puts the global router's overall resource usage at 0.227.
- The run gives the maximum number of pins on one net before global-route repair as between 80 and 90.
- The run gives the number of global-route vias before repair as between 6k and 7k.
- The total overflow left after global routing is 0.
- The run gives the wire length of the first global-routing pass as between 30000 and 40000 um.

Status:
- The run finished with clean final reports.

Pwr:
- The worst-case IR drop observed on VDD is between 200 and 250 uV.
- The run gives the power per cell area as approximately 470 nW/um^2.
- The analysis attributes to cell leakage a power of 5.29 nW.

Final layout:
- The most common logic cell in the final layout is sky130_fd_sc_hd__dfrtp_1.
- In the layout the commonest cells are 223 x sky130_fd_sc_hd__dfrtp_1, 166 x sky130_fd_sc_hd__mux2_2, 100 x sky130_fd_sc_hd__mux2_1.
- The final report gives the standard cell area, fillers excluded, as roughly 12000 sq um.
- The run gives the filler cell count in the final layout as about 1.7k.
- The run puts the post-route non-filler standard cell count at ~1.2k.
- The run gives the final design utilization as 0.581.
- The run gives the synthesis-to-layout area growth as 12.7%.
- The run gives the fraction of layout instances using a drive strength above 1 as 0.277.

Hold path:
- In this run the worst hold path is classified as reg -> reg.
power by group:
part	switching [mW]	internal, mW	total, mW
clock network	0.514	0.905	1.42
logic	0.902	1.15	2.05
registers	0.342	1.92	2.27
total	1.76	3.98	5.74
per-stage QoR:
stage | power [mW] | hold WS, ps
after global routing | 6.11 | 501
after CTS | 5.80 | 487
after detailed placement | 4.35 | 471
final | 5.74 | 481
after global placement | 4.26 | 461
after floorplan | 3.68 | 452
state kept, by name, indices dropped and copies added, names as in the netlist:
name,cells
read_ptr,4
write_ptr,4
msg_cpl_fifo,216
critical path, cell delays in order, from the launching register on:
cell,delay [ps]
sky130_fd_sc_hd__dfrtp_2,630
sky130_fd_sc_hd__buf_4,570
sky130_fd_sc_hd__and2_1,560
sky130_fd_sc_hd__buf_4,370
sky130_fd_sc_hd__a222oi_1,150
sky130_fd_sc_hd__a31oi_1,300
sky130_fd_sc_hd__clkdlybuf4s50_1,520
cells in the mapped netlist (all sizes together), types with 3 or more instances:
cell type	instances	area, sq um
mux2	266	3000
dfrtp	224	5610
buf	124	955
a22oi	29	218
o21ai	28	140
clkbuf	27	101
a222oi	25	250
a31oi	24	150
ha	12	150
inv	8	30.0
nand2	7	26.3
xor2	6	52.6
nor2	5	56.3
a21oi	3	15.0
nor3b	3	22.5
nor4	3	18.8
xnor2	3	26.3
per-layer routing:
metal | track usage | wire length (um)
met1 | 0.351 | 10500
met5 | 0 | 0
met3 | 0.0450 | 1360
met4 | 0.0409 | 453
met2 | 0.353 | 11200
logic make-up after synthesis:
| group | after synthesis | synth area share |
|---|---|---|
| mux | 266 | 0.274 |
| flops | 224 | 0.512 |
| buf+inv | 159 | 0.0992 |
| compound gates | 120 | 0.0813 |
| simple gates | 20 | 0.0125 |
| fa+ha+maj | 12 | 0.0137 |
| xor+xnor | 9 | 0.00720 |
| other cells | 1 | 0.000343 |
how the worst min path moves through the flow:
stage / endpoint / start / depth (start not counted)
4_1_cts: msg_cpl_fifo[6][7]$_DFFE_PN0P_ / msg_cpl_fifo[6][7]$_DFFE_PN0P_ / 1
5_1_grt: msg_cpl_fifo[5][6]$_DFFE_PN0P_ / msg_cpl_fifo[5][6]$_DFFE_PN0P_ / 1
6_report: msg_cpl_fifo[5][24]$_DFFE_PN0P_ / msg_cpl_fifo[5][24]$_DFFE_PN0P_ / 1
layout make-up:
cell class                      count  area [sq um]  area share
Tap cell                          275           344      0.0279
Multi-Input combinational cell    525          4630       0.376
Clock inverter                     15           234      0.0190
Inverter                            8          30.0     0.00243
Sequential cell                   224          5610       0.454
Clock buffer                       31           688      0.0558
Timing Repair Buffer               85           800      0.0648
Power and IR drop assume default switching activity.
